$ cat flow/run.sh
#!/bin/bash
# OpenROAD 26Q1-2900-gdf79404cd8, Yosys 0.63+post, stock flow scripts
make -C /OpenROAD-flow-scripts/flow DESIGN_CONFIG=/design/flow/config.mk WORK_HOME=/design/flow/orfs finish
$ cat flow/config.mk
export PLATFORM = sky130hd
export DESIGN_NAME = adder32bit
export DESIGN_NICKNAME = adder32bit
export VERILOG_FILES = /design/flow/design.v
export SDC_FILE = /design/flow/constraint.sdc
export NUM_CORES = 4
export LEC_CHECK = 1
export CORE_AREA = 10 10 92 92
export DIE_AREA = 0 0 102 102
$ cat flow/design.v
module adder32bit (
output [31:0] sum, 
output c_out, 
input [31:0] a, 
input [31:0] b, 
input cin);
	wire c0, c1, c2, c3, c4, c5, c6;
	adder4bit fa1 (sum[3:0], c0, a[3:0], b[3:0], cin);
	adder4bit fa2 (sum[7:4], c1, a[7:4], b[7:4], c0);
	adder4bit fa3 (sum[11:8], c2, a[11:8], b[11:8], c1);
	adder4bit fa4 (sum[15:12], c3, a[15:12], b[15:12], c2);
	adder4bit fa5 (sum[19:16], c4, a[19:16], b[19:16], c3);
	adder4bit fa6 (sum[23:20], c5, a[23:20], b[23:20], c4);
	adder4bit fa7 (sum[27:24], c6, a[27:24], b[27:24], c5);
	adder4bit fa8 (sum[31:28], c_out, a[31:28], b[31:28], c6);
endmodule
module adder4bit (
output [3:0] sum,
output c_out,
input [3:0] a,
input [3:0] b,
input c_in);
	wire p0, p1, p2, p3;
	wire g0, g1, g2, g3;
	wire c1, c2, c3, c4;
	wire x1, x2, x3, x4;
	wire y1, y2, y3, z0, z1, z2;
	wire temp1, temp2, temp3, temp4, temp5;
	xor xor0 (p0, a[0], b[0]);
	xor xor1 (p1, a[1], b[1]);
	xor xor2 (p2, a[2], b[2]);
	xor xor3 (p3, a[3], b[3]);
	and and0 (g0, a[0], b[0]);
	and and1 (g1, a[1], b[1]);
	and and2 (g2, a[2], b[2]);
	and and3 (g3, a[3], b[3]);
	assign c0 = c_in;
	and and4 (x1, p0, c_in);  
	and and5 (x2, p1, x1);  
	and and6 (x3, p2, x2);  
	and and7 (x4, p3, x3);  
	and and8 (y1, p1, g0);  
	and and9 (y2, p2, y1);  
	and and10 (y3, p3, y2);  
	and and11 (z0, p2, g1);  
	and and12 (z1, p3, z0);  
	and and13 (z2, p3, p2);  
	or or1 (c1, g0, x1); 
	or or2 (temp, y1, x2);
	or or3 (c2, g1, temp);
	or or4 (temp1, y2, x3);
	or or5 (temp2, temp1, z0);
	or or6 (c3, g2, temp2);
	or or7 (temp3, y3, x4);
	or or8 (temp4, z1, temp3);
	or or9 (temp5, z2, temp4);
	or or10 (c4, g3, temp5);
	xor xor4 (sum[0], p0, c0);
	xor xor5 (sum[1], p1, c1);
	xor xor6 (sum[2], p2, c2);
	xor xor7 (sum[3], p3, c3);
	or or11 (c_out, c4, 0);
endmodule
$ cat flow/constraint.sdc
current_design adder32bit

set clk_period 4.1
set clk_io_pct 0.2

create_clock -name clk0 -period $clk_period

set non_clock_inputs [all_inputs -no_clocks]
set_input_delay [expr $clk_period * $clk_io_pct] -clock clk0 $non_clock_inputs
set_output_delay [expr $clk_period * $clk_io_pct] -clock clk0 [all_outputs]
==> run notes <==
run metrics: status finished, final reports clean, synthesized area 1190 um^2, register area 0 um^2, DRT iter0 DRCs 10, overall die width 102 um, first-pass GRT wire length 5870 um, WL per Instance 12.1 um, Area Growth Syn to Fin 90.7%, DR pass1 iterations 2, Fin. Hold Viols 0, post-route core utilization 35.1%, Total Neg Setup Slack 0 ns, largest area contributor in the netlist ha_1, vias in the first global route 1274, Max Cap Violations 0, Tool Warnings 40, Placed Area 2260 um^2, Core ar. 6460 um^2, Routed WL 3620 um, Cell Rows 29, Post-Syn Area per Cell 9.58 um^2, Resize count post-CTS 0, crit path DAT 2.89 ns, via count 1212, Lkg Pwr 1.01 nW, half-perimeter wire length after placement 3430 um, Hold WC Path Type in2out, Final Cycle Share 90.6%, Buffers on Ports 98, top cell type's share of synthesized area 42.1%, n_diodes 0, final instance area 2260 um^2, fin worst setup slack 0.387 ns, PD cells 154 nW/um^2, VDD IR max 0.0542 mV, Max FO, Critical Path 4, relative slew slack 89.3%, IO Count 98, Layout clock buffers 0, gpl congestion 0.758, Slew Limit Fails 0, final setup vio count 0, Setup crit start kind input pin, chip height 102 um, share of post-route cells with drive strength above 1 4.05%, yosys cell count 124, RSZ-0062 raised after global routing no, Mapped Cells 124, hold_buf cts 0, total power draw 0.348 mW, synth top area cells ha_1, fa_1, xor2_1, Post-CTS Setup Repair Bufs 0, number of synthesis warnings 2, FP Util 18.4%, Critical Path RT 3.28 ns, yosys stat area 1190 um^2, Flop Count 0, Vias/cell 4.05, distinct lib cells 12, Detail Route Antenna Nets 0, die area 10400 um^2, sequential element share of the synthesized area 0%, critical path type in2out, slew at the pin with the worst max-slew slack 0.159 ns, pre-CTS setup slack 0.386 ns, Peak Freq 269 MHz, total grt overflow 0, initial antenna violation count 0, largest net degree at the start of global routing 5, Tot GR Track Use 6.61%, Final Critical Period 3.71 ns, Worst setup EP type output pin, # DRC 0
==> placed cells by master, fill, tap and decap left out <==
cell type,instances
fa_1,8
a21oi_1,8
a21o_1,7
nand2_1,8
xnor2_1,9
nor2_2,8
a21o_2,1
ha_1,40
o211ai_1,8
clkdlybuf4s50_1,98
xor2_1,15
inv_1,4
o21a_1,8
==> routing by layer <==
metal	global-route usage, %	vias up	part of all wire [%]
li1	-	645	-
met1	8.44	503	43
met2	9.78	64	39
met3	4.29	0	18
met4	0	0	0
met5	0	-	0
==> metrics by stage <==
stage | instances | hold slack, ns
after floorplan | 124 | 1.75
after global placement | 299 | 2.72
after detailed placement | 299 | 2.72
after CTS | 299 | 2.72
after global routing | 299 | 2.74
final | 299 | 2.71
==> synthesized netlist by cell type (all sizes together) <==
cell type,count
xor2,15
nand2,8
xnor2,9
nor2,8
o211ai,8
a21oi,8
ha,40
o21a,8
a21o,8
fa,8
inv,4
==> power by group <==
| group | switching (mW) | internal, mW | total, mW |
|---|---|---|---|
| sequential | 0 | 0 | 0 |
| combinational | 0.107 | 0.241 | 0.348 |
| clock | 0 | 0 | 0 |
==> worst max-delay path, cell delays in order <==
cell	delay (ns)
clkdlybuf4s50_1	0.40
ha_1	0.35
a21o_2	0.23
ha_1	0.20
o211ai_1	0.17
nand2_1	0.08
xor2_1	0.15
clkdlybuf4s50_1	0.50
==> path summary, 6_finish.rpt <==
check,start,end,cells after the start
setup / recovery,a[14],sum[19],8
hold / removal,b[11],sum[11],4
==> kinds of logic after synthesis <==
logic type,Yosys count,share of synthesized area [%]
AND-OR/OR-AND,32,18.7
AND/OR/NAND/NOR,16,6.74
buffers and inverters,4,1.26
adder cells (fa/ha/maj),48,55.6
XOR/XNOR,24,17.7
==> layout make-up <==
cell class	count	area, um^2
tap	77	96.3
inverter	4	15.0
timing repair buffer	98	981
multi-input combinational	120	1170
fill	665	4190
Power and IR drop assume default switching activity.
