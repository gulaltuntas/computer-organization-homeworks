`design/flow/run.sh`:
```
#!/bin/bash
# OpenROAD 26Q1-2900-gdf79404cd8, Yosys 0.63+post, stock flow scripts
make -C /OpenROAD-flow-scripts/flow DESIGN_CONFIG=/design/flow/config.mk WORK_HOME=/design/flow/orfs finish
```
`design/flow/config.mk`:
```
export PLATFORM = sky130hd
export DESIGN_NAME = mux32x1
export DESIGN_NICKNAME = mux32x1
export VERILOG_FILES = /design/flow/design.v
export SDC_FILE = /design/flow/constraint.sdc
export NUM_CORES = 4
export LEC_CHECK = 1
export CORE_AREA = 10 10 71 71
export DIE_AREA = 0 0 81 81
```
`design/flow/constraint.sdc`:
```
current_design mux32x1

set clk_period 1.0
set clk_io_pct 0.2

create_clock -name clk0 -period $clk_period

set non_clock_inputs [all_inputs -no_clocks]
set_input_delay [expr $clk_period * $clk_io_pct] -clock clk0 $non_clock_inputs
set_output_delay [expr $clk_period * $clk_io_pct] -clock clk0 [all_outputs]
```
`design/flow/design.v`:
```
module mux2bit(output Y, input D0, D1, S);
	wire T1, T2, Sbar;
	and (T1, D1, S);
	and (T2, D0, Sbar);
	not (Sbar, S);
	or (Y, T1, T2);
endmodule
module mux32x1(output [31:0] out, input [31:0] in1, in2, input ALUsrc);
	mux2bit m1(out[31], in1[31], in2[31], ALUsrc);
	mux2bit m2(out[30], in1[30], in2[30], ALUsrc);
	mux2bit m3(out[29], in1[29], in2[29], ALUsrc);
	mux2bit m4(out[28], in1[28], in2[28], ALUsrc);
	mux2bit m5(out[27], in1[27], in2[27], ALUsrc);
	mux2bit m6(out[26], in1[26], in2[26], ALUsrc);
	mux2bit m7(out[25], in1[25], in2[25], ALUsrc);
	mux2bit m8(out[24], in1[24], in2[24], ALUsrc);
	mux2bit m9(out[23], in1[23], in2[23], ALUsrc);
	mux2bit m10(out[22], in1[22], in2[22], ALUsrc);
	mux2bit m11(out[21], in1[21], in2[21], ALUsrc);
	mux2bit m12(out[20], in1[20], in2[20], ALUsrc);
	mux2bit m13(out[19], in1[19], in2[19], ALUsrc);
	mux2bit m14(out[18], in1[18], in2[18], ALUsrc);
	mux2bit m15(out[17], in1[17], in2[17], ALUsrc);
	mux2bit m16(out[16], in1[16], in2[16], ALUsrc);
	mux2bit m17(out[15], in1[15], in2[15], ALUsrc);
	mux2bit m18(out[14], in1[14], in2[14], ALUsrc);
	mux2bit m19(out[13], in1[13], in2[13], ALUsrc);
	mux2bit m20(out[12], in1[12], in2[12], ALUsrc);
	mux2bit m21(out[11], in1[11], in2[11], ALUsrc);
	mux2bit m22(out[10], in1[10], in2[10], ALUsrc);
	mux2bit m23(out[9], in1[9], in2[9], ALUsrc);
	mux2bit m24(out[8], in1[8], in2[8], ALUsrc);
	mux2bit m25(out[7], in1[7], in2[7], ALUsrc);
	mux2bit m26(out[6], in1[6], in2[6], ALUsrc);
	mux2bit m27(out[5], in1[5], in2[5], ALUsrc);
	mux2bit m28(out[4], in1[4], in2[4], ALUsrc);
	mux2bit m29(out[3], in1[3], in2[3], ALUsrc);
	mux2bit m30(out[2], in1[2], in2[2], ALUsrc);
	mux2bit m31(out[1], in1[1], in2[1], ALUsrc);
	mux2bit m32(out[0], in1[0], in2[0], ALUsrc);
endmodule
```
==> summary.txt <==
Notes on the flow outputs.

- The run finished, with violations left.
- The final reports fail on setup timing.
- Along the worst hold path, the cell count comes to 3.
- The script logs the mean routed wire length per placed instance as 14.9 µm.
- The startpoint type of the worst setup path reads an input port.
- Across all checked pins, the minimum headroom to the slew limit is 94.7%.
- The distinct cell type count after synthesis is 5.
- The critical path's slowest stage uses the library cell mux2_4.
- The ratio of cells with drive above 1 in the final layout is 53.6%.
- For reference, the top cells by area after synthesis are mux2_4 57%, buf_4 31%, buf_12 7.7%.
- The wire length of the first global-routing pass reads 3790 µm.
- The slew at the pin with the worst max-slew slack reads 0.0794 ns.
- The post-route fraction of the period consumed by the critical path reads 118%.
- The largest net degree at the start of global routing is 10.
- The worst path arrival time is 0.98 ns.
- The largest fanout on the critical path reads 6.
- Setup repair after global routing could not meet its margin everywhere.
- The total overflow reported by the global router is 0.
- The post-CTS hold buffer count recorded in the log is 0.
- The via count of the first global-routing pass is 733.
- The detailed-route wire length reads 2780 µm.
- The area added between synthesis and finish reads 104%.
- The floorplan core area is 0.00363 mm².
- The number of synthesis warnings is 0.
- The endpoint kind of the worst setup timing path reads a primary output.
- Dividing the detail-routed via count by the number of cells gives 3.71.
- Across all setup checks in the final design, the least slack found is -0.176 ns.
- The total vias in the final route is 690.
- The cell that appears most often on the critical path is buf_12.
- Per Yosys stat, the portion of area used by sequential elements is 0%.
- 97 I/O pins were placed.
- The floorplan step defined a die boundary enclosing 0.00656 mm².
- The worst hold margin reads 0.695 ns.
- After synthesis the cells add up to 785 µm².
- In this run the mean area of a mapped cell was 11.5 µm².
- The cell area after placement is 0.00154 mm².
- The peak per-stage delay on the critical path is 0.28 ns.
- For this design the ratio of total power to cell area is 392 mW/mm².
- The final-report setup violation count is 32.
- Based on the critical path, the design can be clocked at up to 850 MHz.
- The worst min-delay path startpoint reads in2[7].
- The maximum resistive drop on vdd reads 174 µV.
- The yosys stat cell total reads 68.
- According to the hold report, the worst path is of the in2out type.
- The count of nets left with antenna violations once routing finished came out at 0.
- The synthesized netlist cell count is 68.
- The tool flagged a number of max-cap violations equal to 0.
- The half-perimeter wire length of the detailed placement result reads 2450 µm.
- The congestion estimate from routability-driven global placement came to 0.792.
- In the final report, the number of hold violations comes to 0.
- The post-route DRC violation count reads 0.
- The share of the synthesized area in the top cell type is 57.4%.
- The initial standard-cell utilization of the core reads 21.6%.
- The count of warning messages emitted by the tools reads 35.
- The top cell type by total area after synthesis reads mux2_4.
- The antenna diode count is 0.
- By instance count after routing, the leading logic cell type is dlygate4sd2_1.
- The area occupied by registers reads 0 µm².
- Per the cell usage report, the commonest logic cells after layout are 51 x dlygate4sd2_1, 32 x mux2_4, 24 x buf_6.
- Measured along the y axis, the die boundary spans 81 µm.
- The violation count after the first detailed-routing iteration reads 4.
- The number of antenna violations at the first check in global routing reads 0.
- Per STA, the worst path is made up of buf_12 > buf_16 > buf_12 > mux2_4 > buf_2.
- The minimum setup slack after placement is -0.517 ns.
- The endpoint of the worst hold path reads out[7].
- The overall die width reads 81 µm.
- The fraction of the core area covered by cells at the end of the flow is 44.0%.
- The number of max-slew violations in the final report reads 0.
- The count of flip-flops and latches reads 0.
- The overall routing resource usage is 7.29%.
- The worst endpoint required time is 0.80 ns.
- The number of rows created at floorplan reads 22.
- The area of all placed cells without fillers reads 0.00160 mm².
- The kind of cell adding the most delay to the critical path reads buffers and inverters.
- The area of the synthesized netlist per yosys stat reads 785 µm².
- The quantity of I/O buffers inserted on ports reads 97.
- The detailed-routing iteration count for the pre-antenna-repair pass reads 2.
- Along the critical path, the tally of buffer and inverter instances is 4.
- The worst setup path is of the in2out kind.
- The final critical path time including I/O delays and setup reads 1.18 ns.
- The total of clock buffers placed in the layout reads 0.
- Summed over all cells, the static leakage comes to 0.000893 µW.
- The summed negative setup slack over all endpoints reads -2.80 ns.
- The total of fill cells in the finished design is 361.
==> layout make-up <==
class | count | area, µm² | share of cell area, %
well taps | 48 | 60.1 | 3.75
repair buffers | 106 | 1060 | 66.2
multi-input cells | 32 | 480 | 30.0
==> report_power, final <==
part | internal [µW] | switching [µW]
combinational | 491 | 137
clock | 0 | 0
sequential | 0 | 0
total | 491 | 137
==> per-layer routing <==
| metal | track usage, % | vias to the layer above | wire length (µm) |
|---|---|---|---|
| met2 | 13.3 | 41 | 1470 |
| met5 | 0 | - | 0 |
| met1 | 8.76 | 307 | 1060 |
| met3 | 2.12 | 0 | 245 |
| met4 | 0 | 0 | 0 |
| li1 | - | 342 | - |
==> through the flow <==
step                      std cells  total power, µW
after floorplan                  68              413
after global placement          179              654
after detailed placement        179              659
after CTS                       186              615
after global routing            186              673
final                           186              627
==> synth_stat cells <==
cell,n
mux2_2,2
mux2_4,30
buf_4,32
buf_12,3
buf_6,1
==> worst max-delay path by stage <==
stage / startpoint / end / slack, ns / cells past startpoint
after global routing: ALUsrc / out[5] / -0.20 / 5
after CTS: ALUsrc / out[6] / -0.18 / 5
final: ALUsrc / out[5] / -0.18 / 5
==> what timing repair did <==
item | 4_1_cts | 5_1_grt
buffers inserted | 5 | 0
gates cloned | 2 | 0
endpoints found under the setup margin | 32 | 32
resized | 172 | 15
pin swaps | 0 | 0
==> kinds of logic after synthesis <==
group,share of synthesized area [%]
buf+inv,39.7
mux,60.3
Power is estimated from default activity; no workload was simulated.
